$ cat config.mk
export PLATFORM = sky130hd
export DESIGN_NAME = sklansky
export DESIGN_NICKNAME = sklansky
export VERILOG_FILES = /design/flow/design.v
export SDC_FILE = /design/flow/constraint.sdc
export NUM_CORES = 4
export LEC_CHECK = 1
export CORE_AREA = 10 10 70 70
export DIE_AREA = 0 0 80 80
$ cat constraint.sdc
current_design sklansky

set clk_period 6.4
set clk_io_pct 0.2

create_clock -name clk0 -period $clk_period

set non_clock_inputs [all_inputs -no_clocks]
set_input_delay [expr $clk_period * $clk_io_pct] -clock clk0 $non_clock_inputs
set_output_delay [expr $clk_period * $clk_io_pct] -clock clk0 [all_outputs]
$ cat design.v
module initialize_g_p(
	input a,
	input b,
	output g,
	output p
	);
	assign g=a&b;
	assign p=a^b;
endmodule
module merge(
	input g_in1,
	input p_in1,
	input g_in2,
	input p_in2,
	output g_out,
	output p_out
	);
	wire w;
	assign w=p_in1&g_in2;
	assign g_out=w|g_in1;
	assign p_out=p_in1&p_in2;
endmodule
module feedthrough(
	input g_in1,
	input p_in1,
	input g_in2,
	output g_out
	);
	wire w;
	assign w=p_in1&g_in2;
	assign g_out=w|g_in1;
endmodule
module sklansky(
	input [15:0] a,
	input [15:0] b,
	input cin,
	output [15:0] sum,
	output cout
	);
	wire [16:0] [16:0] g;
	wire [16:0] [16:0] p;
	assign g[0][0]=cin;
	assign p[0][0]=1'b0;
	initialize_g_p GP_00(a[0],b[0],g[1][1],p[1][1]);
	initialize_g_p GP_01(a[1],b[1],g[2][2],p[2][2]);
	initialize_g_p GP_02(a[2],b[2],g[3][3],p[3][3]);
	initialize_g_p GP_03(a[3],b[3],g[4][4],p[4][4]);
	initialize_g_p GP_04(a[4],b[4],g[5][5],p[5][5]);
	initialize_g_p GP_05(a[5],b[5],g[6][6],p[6][6]);
	initialize_g_p GP_06(a[6],b[6],g[7][7],p[7][7]);
	initialize_g_p GP_07(a[7],b[7],g[8][8],p[8][8]);
	initialize_g_p GP_08(a[8],b[8],g[9][9],p[9][9]);
	initialize_g_p GP_09(a[9],b[9],g[10][10],p[10][10]);
	initialize_g_p GP_10(a[10],b[10],g[11][11],p[11][11]);
	initialize_g_p GP_11(a[11],b[11],g[12][12],p[12][12]);
	initialize_g_p GP_12(a[12],b[12],g[13][13],p[13][13]);
	initialize_g_p GP_13(a[13],b[13],g[14][14],p[14][14]);
	initialize_g_p GP_14(a[14],b[14],g[15][15],p[15][15]);
	initialize_g_p GP_15(a[15],b[15],g[16][16],p[16][16]);
	feedthrough cell_1_1(g[1][1],p[1][1],g[0][0],g[1][0]);
	merge cell_1_3(g[3][3],p[3][3],g[2][2],p[2][2],g[3][2],p[3][2]);
	merge cell_1_5(g[5][5],p[5][5],g[4][4],p[4][4],g[5][4],p[5][4]);
	merge cell_1_7(g[7][7],p[7][7],g[6][6],p[6][6],g[7][6],p[7][6]);
	merge cell_1_9(g[9][9],p[9][9],g[8][8],p[8][8],g[9][8],p[9][8]);
	merge cell_1_11(g[11][11],p[11][11],g[10][10],p[10][10],g[11][10],p[11][10]);
	merge cell_1_13(g[13][13],p[13][13],g[12][12],p[12][12],g[13][12],p[13][12]);
	merge cell_1_15(g[15][15],p[15][15],g[14][14],p[14][14],g[15][14],p[15][14]);
	feedthrough cell_2_2(g[2][2],p[2][2],g[1][0],g[2][0]);
	feedthrough cell_2_3(g[3][2],p[3][2],g[1][0],g[3][0]);
	merge cell_2_6(g[6][6],p[6][6],g[5][4],p[5][4],g[6][4],p[6][4]);
	merge cell_2_7(g[7][6],p[7][6],g[5][4],p[5][4],g[7][4],p[7][4]);
	merge cell_2_10(g[10][10],p[10][10],g[9][8],p[9][8],g[10][8],p[10][8]);
	merge cell_2_11(g[11][10],p[11][10],g[9][8],p[9][8],g[11][8],p[11][8]);
	merge cell_2_14(g[14][14],p[14][14],g[13][12],p[13][12],g[14][12],p[14][12]);
	merge cell_2_15(g[15][14],p[15][14],g[13][12],p[13][12],g[15][12],p[15][12]);
	feedthrough cell_3_4(g[4][4],p[4][4],g[3][0],g[4][0]);
	feedthrough cell_3_5(g[5][4],p[5][4],g[3][0],g[5][0]);
	feedthrough cell_3_6(g[6][4],p[6][4],g[3][0],g[6][0]);
	feedthrough cell_3_7(g[7][4],p[7][4],g[3][0],g[7][0]);
	merge cell_3_12(g[12][12],p[12][12],g[11][8],p[11][8],g[12][8],p[12][8]);
	merge cell_3_13(g[13][12],p[13][12],g[11][8],p[11][8],g[13][8],p[13][8]);
	merge cell_3_14(g[14][12],p[14][12],g[11][8],p[11][8],g[14][8],p[14][8]);
	merge cell_3_15(g[15][12],p[15][12],g[11][8],p[11][8],g[15][8],p[15][8]);
	feedthrough cell_4_8(g[8][8],p[8][8],g[7][0],g[8][0]);
	feedthrough cell_4_9(g[9][8],p[9][8],g[7][0],g[9][0]);
	feedthrough cell_4_10(g[10][8],p[10][8],g[7][0],g[10][0]);
	feedthrough cell_4_11(g[11][8],p[11][8],g[7][0],g[11][0]);
	feedthrough cell_4_12(g[12][8],p[12][8],g[7][0],g[12][0]);
	feedthrough cell_4_13(g[13][8],p[13][8],g[7][0],g[13][0]);
	feedthrough cell_4_14(g[14][8],p[14][8],g[7][0],g[14][0]);
	feedthrough cell_4_15(g[15][8],p[15][8],g[7][0],g[15][0]);
	assign sum[0]=g[0][0]^p[1][1];
	assign sum[1]=g[1][0]^p[2][2];
	assign sum[2]=g[2][0]^p[3][3];
	assign sum[3]=g[3][0]^p[4][4];
	assign sum[4]=g[4][0]^p[5][5];
	assign sum[5]=g[5][0]^p[6][6];
	assign sum[6]=g[6][0]^p[7][7];
	assign sum[7]=g[7][0]^p[8][8];
	assign sum[8]=g[8][0]^p[9][9];
	assign sum[9]=g[9][0]^p[10][10];
	assign sum[10]=g[10][0]^p[11][11];
	assign sum[11]=g[11][0]^p[12][12];
	assign sum[12]=g[12][0]^p[13][13];
	assign sum[13]=g[13][0]^p[14][14];
	assign sum[14]=g[14][0]^p[15][15];
	assign sum[15]=g[15][0]^p[16][16];
	assign cout=(g[15][0]&p[16][16])|g[16][16];
endmodule
$ cat run.sh
#!/bin/bash
# OpenROAD 26Q1-2900-gdf79404cd8, Yosys 0.63+post, stock flow scripts
make -C /OpenROAD-flow-scripts/flow DESIGN_CONFIG=/design/flow/config.mk WORK_HOME=/design/flow/orfs finish
==> run summary <==
flow finished, numbers: RSZ-0062 raised after global routing=false, CP cell instances=clkdlybuf4s50_1 -> ha_1 -> a21oi_2 -> o211ai_2 -> a211oi_4 -> o21ai_4 -> a211o_1 -> a21oi_2 -> fa_1 -> inv_1 -> clkdlybuf4s50_1, Area growth syn-to-layout=86.8%, distinct cell type count after synthesis=26, ant diodes=0, routed vias/inst=4.10, DR WL/cell=12.2 um, Tmin final=5410 ps, outcome=complete, no violations, global-route wire length before repair=3250 um, yosys cell count=73, instance tally after logic synthesis=73, Final GP Congestion=0.765, registers=0, pin count of the biggest net entering global routing=7, kind of critical path=input pin to output pin, CP peak stage delay=450 ps, worst-path fanout max=5, Max Slew Vio Count=0, CLK BUF=0, logic area=624 um2, Worst Hold Class=input pin to output pin, Seq/Total Area, Yosys=0, Post-CTS Setup Inserts=0, Hold Fails Final Rpt=0, vias=693, Final Cycle Share=0.846, Arr. time, crit path=4130 ps, Filler cells=365, setup violators final=0, total track usage=0.0607, Post-route DRC=0, worst vdd ir=47.0 uV, pwr dens=101 nW/um2, Worst Max-Slew Pin Slew=253 ps, total grt overflow=0, Fmax=0.185 GHz, CP required=5120 ps, Avg Cell Area, Syn=8.81 um2, crit path capture type=output pin, antenna violations before repair=0, Post-DP HPWL=1990 um, row cnt=21, # hold bufs at CTS=0, post-synth area from yosys stat=643 um2, drt initial violations=7, vias in the first global route=705, Post-Route WL=2070 um, Die Y=80 um, max cap viols=0, top cells by area=ha_1, fa_1, xor2_1, nor2_1, xnor2_1, slowest CP cell=clkdlybuf4s50_1, Die Wd=80 um, Final Instance Count excl. Fillers=169, area share of the largest cell type after synthesis=0.272, Tool Warnings=32, CP Buf/Inv Count=3, die area=6400 um2, Cell Area, Synth=643 um2, Port Buffers=50, Max-slew headroom=0.831, setup_tns=0 ps, share of cells above drive strength 1=0.0650, cell count after placement=169, crit start category=input pin, Routed Antenna Nets=0, delay-heaviest family, CP=AND-OR/OR-AND gates, FF/Latch Area=0 um2, I/O pins=50, post-CTS sizing=0, DR pass1 iterations=2, Hold Crit Start=b[15], starting density of the core=0.188, core region area=3420 um2, Synthesis Warnings=0, Leakage Power=0.000507 uW, Critical Path Source=a[6], post-synth top area cell=ha_1
## power by group
group	total [uW]	switching [uW]	internal [uW]	leakage, uW
Clock	0	0	0	0
Sequential	0	0	0	0
Combinational	121	41.2	80.2	0.000507
## final timing paths
kind                       to  slack (ps)  cells past startpoint
worst max-delay path  sum[15]         990                     11
worst min-delay path  sum[15]        3610                      5
## metal layers
layer  track usage  vias up  wire (um)  share of wire
met3        0.0182        0        160          0.077
met2         0.101       17       1030           0.50
met1        0.0801      313        870           0.42
li1              -      363          -              -
met4             0        0          0              0
met5             0        -          0              0
## synth_stat cells
cell type and count:
a21o_2 1, nand2b_1 1, nor3_1 1, and2_4 1
nand3b_1 1, and2_1 1, nor2_1 7, nor4_1 1
a211o_1 2, xnor2_1 3, a21oi_1 4, nand2_1 2
fa_1 5, inv_1 5, o21ai_0 3, a211oi_4 1
nand4_1 2, ha_1 14, xor2_1 6, nor2b_1 1
o21ai_4 1, o211ai_2 1, nand3_1 4, a221oi_2 1
a21o_1 2, a21oi_2 2
## layout by cell type (no fill, tap or decap), drive strengths merged
| master | synthesis | layout |
|---|---|---|
| a211o | 2 | 2 |
| a211oi | 1 | 1 |
| a21o | 3 | 3 |
| a21oi | 6 | 6 |
| a221oi | 1 | 1 |
| and2 | 2 | 2 |
| clkdlybuf4s50 | 0 | 50 |
| fa | 5 | 5 |
| ha | 14 | 14 |
| inv | 5 | 5 |
| nand2 | 2 | 2 |
| nand2b | 1 | 1 |
| nand3 | 4 | 4 |
| nand3b | 1 | 1 |
| nand4 | 2 | 2 |
| nor2 | 7 | 7 |
| nor2b | 1 | 1 |
| nor3 | 1 | 1 |
| nor4 | 1 | 1 |
| o211ai | 1 | 1 |
| o21ai | 4 | 4 |
| xnor2 | 3 | 3 |
| xor2 | 6 | 6 |
## cell families (layout without fill, tap and decap cells)
| group | count (synthesis) | in the layout | share of synthesized area |
|---|---|---|---|
| adder cells (fa/ha/maj) | 19 | 19 | 0.428 |
| XOR/XNOR | 9 | 9 | 0.123 |
| buffers and inverters | 5 | 55 | 0.0292 |
| AND/OR/NAND/NOR | 22 | 22 | 0.175 |
| AND-OR/OR-AND | 18 | 18 | 0.245 |
## final cells by class
cell class / instances / area share
Tap cell: 46 / 0.0479
Inverter: 5 / 0.0156
Multi-Input combinational cell: 68 / 0.520
Timing Repair Buffer: 50 / 0.417
## tightest hold or removal path: cells and delay by family
family / cells / cell delay [ps]
buffers and inverters: 4 / 890
adder cells (fa/ha/maj): 1 / 150
## through the flow
| stage | cell area, um2 | util | hold slack (ps) | worst slack, ps | power, uW |
|---|---|---|---|---|---|
| after floorplan | 643 | - | 2660 | 1980 | 46.9 |
| final | 1200 | 0.352 | 3610 | 986 | 121 |
| after global routing | 1200 | 0.352 | 3670 | 834 | 135 |
| after global placement | 1200 | 0.352 | 3620 | 983 | 123 |
| after CTS | 1200 | 0.352 | 3630 | 971 | 124 |
| after detailed placement | 1200 | 0.352 | 3630 | 974 | 124 |
Power and IR drop assume default switching activity.
